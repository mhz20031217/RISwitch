==> design/flow/design.v <==
`timescale 10ns/1ns
module Mmu(
  input [31:0] addr,
  output [31:0] dout,
  output sel_dmem, sel_seg, sel_kbd, sel_timer, sel_cmem, sel_fb, sel_vgamode, sel_led, sel_serial,
  input [31:0] dout_dmem, dout_kbd, dout_timer, dout_sw
);
wire [3:0] id = addr[23:20];
wire sel_sw;
assign sel_dmem = (id == 4'h1);
assign sel_seg = (id == 4'h2);
assign sel_kbd = (id == 4'h5);
assign sel_timer = (id == 4'h3);
assign sel_cmem = (id == 4'h4);
assign sel_fb = (id == 4'h8);
assign sel_vgamode = (id == 4'he);
assign sel_sw = (id == 4'h6);
assign sel_led = (id == 4'h7);
assign sel_serial = (id == 4'hf);
assign dout =
  (sel_dmem) ? dout_dmem :
  (sel_kbd) ? dout_kbd :
  (sel_timer) ? dout_timer :
  (sel_sw) ? dout_sw :
  32'b0;
endmodule
==> design/flow/run.sh <==
#!/bin/bash
# OpenROAD 26Q1-2900-gdf79404cd8, Yosys 0.63+post, stock flow scripts
make -C /OpenROAD-flow-scripts/flow DESIGN_CONFIG=/design/flow/config.mk WORK_HOME=/design/flow/orfs finish
==> design/flow/config.mk <==
export PLATFORM = sky130hd
export DESIGN_NAME = Mmu
export DESIGN_NICKNAME = Mmu
export VERILOG_FILES = /design/flow/design.v
export SDC_FILE = /design/flow/constraint.sdc
export NUM_CORES = 4
export LEC_CHECK = 1
export CORE_AREA = 10 10 91 91
export DIE_AREA = 0 0 101 101
==> design/flow/constraint.sdc <==
current_design Mmu

set clk_period 6.0
set clk_io_pct 0.2

create_clock -name clk0 -period $clk_period

set non_clock_inputs [all_inputs -no_clocks]
set_input_delay [expr $clk_period * $clk_io_pct] -clock clk0 $non_clock_inputs
set_output_delay [expr $clk_period * $clk_io_pct] -clock clk0 [all_outputs]
==> out/qor.yml <==
outcome: "completed"
layout_top_cells: "172 x sky130_fd_sc_hd__clkdlybuf4s50_1, 35 x sky130_fd_sc_hd__nor2_1, 31 x sky130_fd_sc_hd__a222oi_1"
critPathKind: "in -> out"
cts-resized-gates: 0
seq_area_um2: 0
first_global_vias: 2053
synth.distinct_cells: 16
drt_pass1_iterations: 6
placementRows: 29
antennaDiodeCount: 0
post_synth_instance_area_um2: 1040
ys.warnings.count: 0
hpwl_after_detailed_placement_mm: 5.80
drt_drc_violations_left: 0
layout_top_cell: "sky130_fd_sc_hd__clkdlybuf4s50_1"
gp_congestion: 0.750
worstHoldPathType: "in -> out"
i_o_pins: 201
via_count: 1827
critical-path-top-cell-by-count: "sky130_fd_sc_hd__clkdlybuf4s50_1"
detail_route.wl_per_cell_um: 19.2
critical_path.n_buffers_inverters: 3
setup_total_negative_slack_ps: 0
dr.first_iter.drc_count: 135
antenna_found_initial: 0
timing.critical_path.to_type: "output pin"
postSynthCellCount: 136
worstPathArrival_ps: 3640
buffer_ports.inserted: 173
final_critical_path_share_of_the_clock_period: 0.807
pwr_density_cell_nw_per_um2: 62.2
ant_nets: 0
design.die.area_um2: 10200
fp_util: 0.164
slew_violations: 0
area_delta_synth_final_pct: 166
crit_path_max_incr_delay_ps: 730
post_cts_buffers: 0
cts.hold.buffers_added: 0
postLayoutCoreUtil: 0.436
yosys.stat.chipArea_um2: 1040
grt_overflow: 0
power_leakage_nw: 0.984
rsz0062_at_grt: "false"
vias_per_cell: 4.94
critical_path.startpoint_type: "primary input"
critical_path.cell_chain: "clkdlybuf4s50_1 > nor2b_2 > buf_4 > a222oi_1 > nor2_1 > clkdlybuf4s50_1"
grt_pass1_wl_mm: 10.7
ys_seq_share: 0
setup_viol: 0
actual_slew_at_the_worst_max_slew_pin_ps: 795
globalRouteTotalUtil: 0.128
critPathRequiredTime_ps: 4800
fp.dieH_um: 101
ys_cells: 136
clock_buffers: 0
worst_slew_margin_rel: 0.467
sequential_cell_total: 0
avgSynthCellArea_um2: 7.67
critPathMaxFanout: 17
critical-path-top-delay-family: "buffers and inverters"
finalWorstPathRequiredPeriod_ps: 4840
finalWirelength_mm: 7.11
ir_drop_uv: 32.0
max_cap_violations: 0
worst_path_max_delay_cell: "sky130_fd_sc_hd__nor2b_2"
warnings: 60
layout-drive-gt1-share: 0.119
timing.fmax_mhz: 207
core-area_um2: 6350
fp.dieW_um: 101
grt_max_degree: 40
finalHoldViolCount: 0
[synthesized netlist by cell type]
cell type	count	area share
sky130_fd_sc_hd__nor2_1	35	0.13
sky130_fd_sc_hd__a222oi_1	31	0.30
sky130_fd_sc_hd__mux2_2	28	0.30
sky130_fd_sc_hd__buf_2	9	0.043
sky130_fd_sc_hd__buf_6	5	0.054
sky130_fd_sc_hd__clkbuf_1	5	0.018
sky130_fd_sc_hd__mux2_1	4	0.043
sky130_fd_sc_hd__nor3_1	4	0.019
sky130_fd_sc_hd__nand2_1	3	0.011
sky130_fd_sc_hd__nand2b_1	3	0.018
sky130_fd_sc_hd__and3b_1	2	0.017
sky130_fd_sc_hd__buf_4	2	0.014
sky130_fd_sc_hd__nand4b_1	2	0.017
sky130_fd_sc_hd__a31oi_1	1	0.0060
sky130_fd_sc_hd__nor2b_1	1	0.0060
sky130_fd_sc_hd__nor4b_1	1	0.0084
[path summary, 6_finish.rpt]
kind,start,to,slack [ps],cells past startpoint
hold / removal,dout_sw[10],dout[10],3410,4
setup / recovery,addr[20],dout[22],1160,6
[metrics by stage]
stage	power, mW	setup slack (ps)	cell area (um^2)	hold slack (ps)	cells
floorplan	0.0557	2720	1040	2510	136
finish	0.172	1160	2770	3410	370
detailed placement	0.174	1110	2770	3410	370
global placement	0.173	1150	2770	3400	370
CTS	0.175	1110	2770	3410	370
global route	0.188	953	2770	3440	370
[cells by family (layout without fill, tap and decap cells)]
kind of cell,count (synthesis),in the layout,synth area share
AND/OR/NAND/NOR,51,51,0.222
AND-OR/OR-AND,32,32,0.303
multiplexers,32,32,0.345
buffers and inverters,21,178,0.129
[final cells by class]
class	count	area, um^2
timing repair buffer	178	1760
fill	619	3580
tap	77	96.3
multi-input combinational	115	911
[layer usage]
layer | routed length [um] | GRT usage | vias to the layer above
li1 | - | - | 874
met1 | 2500 | 0.141 | 852
met2 | 3640 | 0.231 | 101
met3 | 964 | 0.0631 | 0
met4 | 0 | 0 | 0
met5 | 0 | 0 | -
[where the power goes]
| part | internal, mW | switching (mW) |
|---|---|---|
| Clock | 0 | 0 |
| Sequential | 0 | 0 |
| Combinational | 0.125 | 0.0471 |
Power figures rest on the tool's default switching activity, not on a simulated workload.
