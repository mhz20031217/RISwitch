**/design/flow/design.v**
```verilog
`timescale 10ns/1ns
module Keyboard
(
    input clk,
    input clrn,
	input ps2_clk,
	input ps2_data,
	input en,
	output reg [31:0] cur_key
	);
    wire [7:0] keydata;
    wire ready;
    wire overflow;
    wire reset;
    reg nextdata_n = 0;
    reg release_f = 0;
    reg tri_f = 0;
    assign reset = clrn == 0 ? 1 : overflow;
ps2_keyboard mykey(clk, ~reset, ps2_clk, ps2_data, keydata, ready, nextdata_n, overflow);
always@(posedge clk) begin
    if(clrn == 0) begin
        cur_key <= 32'h00000000;
    end
    else begin
        if(en == 0) begin
            cur_key <= cur_key;
            nextdata_n <= 1;
        end
        else if(nextdata_n == 0) nextdata_n <= 1;
        else if(ready == 1) begin
            nextdata_n <= 0;
            if(cur_key[7:0] == keydata) begin  
                cur_key <= cur_key;
            end
            else if(keydata == 8'he0) begin  
                tri_f <= 1;
                cur_key <= 0;
            end
            else if(keydata == 8'hf0) begin  
                release_f <= 1;
                cur_key <= 0;
            end
            else if(release_f == 1) begin
                    release_f <= 0;
                    if(tri_f == 1) begin
                        cur_key <= {24'h00E0F0, keydata};
                        tri_f <= 0;
                    end
                    else begin
                        cur_key <= {24'h0000F0, keydata};
                    end
            end
            else begin
                    if(tri_f == 1) begin
                        cur_key <= {24'h0000E0, keydata};
                        tri_f <= 0;
                    end
                    else begin
                        cur_key <= {24'h000000, keydata};
                    end
            end
        end
        else begin
            nextdata_n <= 0;
            cur_key <= 0;
        end
    end
end
endmodule
`timescale 10ns/1ns
module ps2_keyboard(clk,clrn,ps2_clk,ps2_data,data,ready,nextdata_n,overflow);
    input clk,clrn,ps2_clk,ps2_data;
	input nextdata_n;
    output [7:0] data;
    output reg ready;
    output reg overflow;      
    reg [9:0] buffer;         
    reg [7:0] fifo[7:0];      
	 reg [2:0] w_ptr,r_ptr;    
    reg [3:0] count;   
    reg [2:0] ps2_clk_sync;
    always @(posedge clk) begin
        ps2_clk_sync <=  {ps2_clk_sync[1:0],ps2_clk};
    end
    wire sampling = ps2_clk_sync[2] & ~ps2_clk_sync[1];
    always @(posedge clk) begin
        if (clrn == 0) begin  
            count <= 0; w_ptr <= 0; r_ptr <= 0; overflow <= 0; ready<= 0;
        end 
		else if (sampling) begin
            if (count == 4'd10) begin
                if ((buffer[0] == 0) &&   
                    (ps2_data)       &&   
                    (^buffer[9:1])) begin       
                    fifo[w_ptr] <= buffer[8:1];   
                    w_ptr <= w_ptr+3'b1;
                    ready <= 1'b1;
                    overflow <= overflow | (r_ptr == (w_ptr + 3'b1));
                end
                count <= 0;      
            end else begin
                buffer[count] <= ps2_data;   
                count <= count + 3'b1;
            end      
        end
        if ( ready ) begin  
				if(nextdata_n == 1'b0)  
				begin
				   r_ptr <= r_ptr + 3'b1; 
					if(w_ptr==(r_ptr+1'b1))  
					     ready <= 1'b0;
				end           
        end
    end
    assign data = fifo[r_ptr];
endmodule
```
**/design/flow/run.sh**
```bash
#!/bin/bash
# OpenROAD 26Q1-2900-gdf79404cd8, Yosys 0.63+post, stock flow scripts
make -C /OpenROAD-flow-scripts/flow DESIGN_CONFIG=/design/flow/config.mk WORK_HOME=/design/flow/orfs finish
```
**/design/flow/config.mk**
```make
export PLATFORM = sky130hd
export DESIGN_NAME = Keyboard
export DESIGN_NICKNAME = Keyboard
export VERILOG_FILES = /design/flow/design.v
export SDC_FILE = /design/flow/constraint.sdc
export NUM_CORES = 4
export LEC_CHECK = 1
export CORE_UTILIZATION = 30
```
**/design/flow/constraint.sdc**
```tcl
current_design Keyboard

set clk_period 6.7
set clk_io_pct 0.2

create_clock -name clk0 -period $clk_period [get_ports {clk}]

set non_clock_inputs [all_inputs -no_clocks]
set_input_delay [expr $clk_period * $clk_io_pct] -clock clk0 $non_clock_inputs
set_output_delay [expr $clk_period * $clk_io_pct] -clock clk0 [all_outputs]
```
==> Slide: Implementation Results <==
Run Summary

CTS
  • Clock-pin slew on the worst setup and hold paths: ~0.070 ns
  • Hold buffer count at cts: 0
  • CTS root buf: sky130_fd_sc_hd__clkbuf_16
  • Clock latency on the worst-skew pair: 0.34 ns
  • Cts bufs inserted: 9
  • TritonCTS clock tree: built
  • Maximum clock path buffer count: 2
  • Setup fix buffers added after clock tree synthesis: 0
  • Number of levels in the clock H-tree: 3
  • Count of clock tree sinks: 103
  • # resized after CTS: 0

Global routing
  • Number of global-route vias before repair: approximately 2.6k
  • Pin count of the biggest net entering global routing: 31
  • Global-route wire length before repair: 14100 µm
  • Global-route congestion overflow total: 0
  • Initial antenna violation count: 0
  • Total routing resource utilization after global routing: a little under an eighth

Synthesis
  • Syn Std Cell Area: 4750 µm²
  • Portion of the post-synthesis area used by sequential elements: 59.7%
  • Number of synthesized register bits: 103
  • Area share of and-or/or-and cells after synthesis: ~8.7%
  • EDFF count, synth: 77
  • Instance tally after logic synthesis: 356
  • Yosys Chip Area: around 4700 µm²
  • Number of warnings issued by yosys: 2
  • Most used flip-flop cell: sky130_fd_sc_hd__edfxtp_1
  • XORs/XNORs by Area: 4.17%
  • Async set or reset register ratio after synthesis: 0%
  • Logic family by area: simple AND/OR/NAND/NOR gates
  • Number of cell instances after yosys synthesis: between 300 and 400
  • Simple-Gate Fraction of Synth Area: 10.5%
  • Yosys adder share: 1.85%
  • Cell Type Count: 55
  • Mean Syn Cell Area: 13.3 µm²
  • Mux cell area share: 9.23%

Floorplan
  • Core area: 15300 µm²
  • Initial Util: around 31%
  • Number of cell rows: roughly 45
  • Die Wd: 128 µm
  • IO Count: 37
  • Die y size: 128 µm
  • Die outline area: 16300 µm²

Detailed routing
  • Wire per inst: roughly 15 µm
  • 1st-pass router iterations: 4
  • Remaining number of nets flagged by the antenna check after routing: 0
  • Residual DRC count: 0
  • Average via count per standard cell: between 4 and 5
  • Final routed wirelength across all metal layers: 8590 µm
  • DRC violation total after the first TritonRoute iteration: 172
  • Total number of vias: 2680
  • Count of antenna diodes in the layout: 0

Job
  • Number of maximum-capacitance constraint violations: 0
  • Stage-log warning count: 29

Final timing
  • Period utilisation layout: 52.0%
  • Setup repair after global routing missed its margin: no
  • Post-Route Skew: about 0.0085 ns
  • Final number of max-transition violations: 0
  • Measured slew at the worst slew-check pin: 0.662 ns
  • Headroom to the max-slew limit: 55.7%
  • Final critical path time including I/O delays and setup: 3.48 ns
  • Maximum clock frequency: between 200 and 300 MHz
  • Final setup fails: 0
  • Final Hold Slack: roughly 0.33 ns
  • Setup tns final: 0 ns
  • Final hold viol count: 0

Min path
  • Worst Hold End: mykey.ps2_clk_sync[1]
  • Type of the worst min-delay path: register to register
  • Start point of the worst hold path: mykey.ps2_clk_sync[0]
  • Hold path cells: 0

Placed design
  • DP HPWL: about 6000 µm
  • Count of input and output buffers: 19
  • Cell Area, Placed: 5050 µm²
  • Final Wtd Congestion: 0.821

Setup path
  • Worst reg2reg endpoint: mykey.fifo[4][5]
  • Largest fanout on the critical path: 8
  • Type of the worst setup path: input port to register
  • Kind of end point of the critical path: register
  • Worst reg-to-reg setup slack: between 3 and 4 ns
  • Worst reg2reg startpoint: mykey.buffer[4]
  • CP arrival: ~3.5 ns
  • Worst endpoint required time: 6.67 ns
  • Depth of the worst register-to-register path: 6
  • Critical path launch point type: input port

Power
  • Worst VDD drop: between 0.15 and 0.2 mV
  • Design Power: 1.25 mW
  • Leak: 1.79 nW
  • Power per standard cell area: roughly 230 nW/µm²

Final layout
  • Final standard cell area without fillers: 5350 µm²
  • Area Overhead vs Synth: 12.7%
  • Share of final-layout standard cells stronger than drive strength 1: 12.4%
  • Tally of filler cells in the layout: 1486

Status
  • Result of the run: finished clean
-- sequential cells by signal, indices dropped and copies added (netlist names) --
name and flops:
mykey.ps2_clk_sync 3, mykey.w_ptr 3, mykey.overflow 1, mykey.count 4, mykey.fifo 64, nextdata_n 1, cur_key 11, tri_f 1
release_f 1, mykey.r_ptr 3, mykey.ready 1, mykey.buffer 10
-- cell type report --
class                   instances  area (µm²)  share of cell area (%)
clock buffers                  10         229                    4.28
clock inverters                 6        67.6                    1.26
inverters                      10        37.5                   0.702
multi-input cells             226        1700                    31.7
flip-flops and latches        103        2830                    53.0
well taps                     211         264                    4.94
repair buffers                 23         220                    4.12
-- cell families after synthesis --
family                   count (synthesis)
other                                    1
multiplexers                            33
AND/OR/NAND/NOR                         96
flip-flops                             103
adder cells (fa/ha/maj)                  7
AND-OR/OR-AND                           52
XOR/XNOR                                21
buffers and inverters                   43
-- layout by cell type (no fill, tap or decap), types with 2 or more instances in the layout --
cell                              instances
sky130_fd_sc_hd__edfxtp_1                77
sky130_fd_sc_hd__nor2_1                  28
sky130_fd_sc_hd__dfxtp_1                 26
sky130_fd_sc_hd__nand2_1                 22
sky130_fd_sc_hd__mux2i_1                 21
sky130_fd_sc_hd__clkdlybuf4s50_1         19
sky130_fd_sc_hd__conb_1                  17
sky130_fd_sc_hd__o21ai_0                 15
sky130_fd_sc_hd__xnor2_1                 11
sky130_fd_sc_hd__inv_1                   10
sky130_fd_sc_hd__a22o_1                  10
sky130_fd_sc_hd__xor2_1                   9
sky130_fd_sc_hd__clkbuf_16                9
sky130_fd_sc_hd__nor3_1                   7
sky130_fd_sc_hd__nand3_1                  7
sky130_fd_sc_hd__o2bb2ai_1                7
sky130_fd_sc_hd__ha_1                     7
sky130_fd_sc_hd__a21oi_1                  6
sky130_fd_sc_hd__mux4_2                   6
sky130_fd_sc_hd__nor2b_1                  4
sky130_fd_sc_hd__nand2b_1                 4
sky130_fd_sc_hd__buf_4                    4
sky130_fd_sc_hd__mux2_2                   3
sky130_fd_sc_hd__nand4_1                  3
sky130_fd_sc_hd__a2bb2o_4                 3
sky130_fd_sc_hd__or3_1                    2
sky130_fd_sc_hd__or2_2                    2
sky130_fd_sc_hd__a22oi_2                  2
sky130_fd_sc_hd__nor4b_1                  2
sky130_fd_sc_hd__mux2i_4                  2
sky130_fd_sc_hd__or4b_1                   2
sky130_fd_sc_hd__or3_2                    2
sky130_fd_sc_hd__inv_6                    2
-- critical path: stages --
cell	delay, ns
sky130_fd_sc_hd__clkdlybuf4s50_1	0.52
sky130_fd_sc_hd__or4b_1	0.61
sky130_fd_sc_hd__or3_1	0.45
sky130_fd_sc_hd__nor2_1	0.53
-- per-layer routing --
metal / global-route usage, % / up-vias / wire [µm]
li1: - / 1317 / -
met1: 16.9 / 1266 / 3840
met2: 17.6 / 90 / 3890
met3: 5.14 / 7 / 761
met4: 1.45 / 0 / 98
met5: 0 / - / 0
-- report_power, final --
group          internal (mW)  switching, mW
logic                 0.0141         0.0191
clock network          0.292          0.229
registers              0.684        0.00746
-- cell usage after synthesis (all sizes together) (2+ instances only) --
cell / instances / area share (%)
nand2: 22 / 1.7
mux2: 3 / 0.71
mux2i: 24 / 5.7
nand3: 7 / 0.74
buf: 27 / 4.5
or2: 2 / 0.26
xnor2: 11 / 2.0
a22oi: 2 / 0.53
or4b: 2 / 0.42
mux4: 6 / 2.8
o2bb2ai: 7 / 1.3
dfxtp: 26 / 11
nand4: 3 / 0.40
a2bb2o: 4 / 1.5
or3: 4 / 0.58
nor4b: 2 / 0.37
xor2: 9 / 1.7
edfxtp: 77 / 49
ha: 7 / 1.8
nor2: 29 / 2.3
a21oi: 6 / 0.63
nand2b: 5 / 0.82
nor3: 7 / 0.74
and2: 2 / 0.29
nor2b: 5 / 0.71
inv: 10 / 0.79
clkbuf: 6 / 0.47
a22o: 11 / 2.1
o21ai: 17 / 1.9
-- stage by stage --
step	std cells	setup slack, ns	util, %
6_report	589	3.22	34.9
5_1_grt	589	3.07	34.9
4_1_cts	589	3.23	34.9
3_5_place_dp	573	2.86	33.0
3_3_place_gp	573	2.94	33.0
2_1_floorplan	372	3.42	-
-- how the worst max path moves through the flow --
stage                   start          endpoint  slack [ns]  cells after the start
CTS                  ps2_data  mykey.fifo[2][1]        3.23                      4
global route  mykey.buffer[4]  mykey.fifo[4][4]        3.07                      6
finish               ps2_data  mykey.fifo[4][5]        3.22                      4
Power is estimated from default activity; no workload was simulated.
